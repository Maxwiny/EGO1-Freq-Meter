==> design/flow/design.v <==
module bin2bcd32
  (
   input        CLK,
   input        RST,
   input        en,
   input [31:0] bin,
   output [3:0] bcd0,
   output [3:0] bcd1,
   output [3:0] bcd2,
   output [3:0] bcd3,
   output [3:0] bcd4,
   output [3:0] bcd5,
   output [3:0] bcd6,
   output [3:0] bcd7,
   output [3:0] bcd8,
   output [3:0] bcd9,
   output       busy,
   output       fin
   );
   reg [31:0]   bin_r;
   reg [4:0]    bitcount;
   reg [3:0]    bcd[0:9];
   wire [3:0]   bcdp[0:9];
   assign bcd0 = bcd[0];
   assign bcd1 = bcd[1];
   assign bcd2 = bcd[2];
   assign bcd3 = bcd[3];
   assign bcd4 = bcd[4];
   assign bcd5 = bcd[5];
   assign bcd6 = bcd[6];
   assign bcd7 = bcd[7];
   assign bcd8 = bcd[8];
   assign bcd9 = bcd[9];
   localparam s_idle = 2'b00;
   localparam s_busy = 2'b01;
   localparam s_fin  = 2'b10;
   reg [1:0]    state;
   assign busy = state != s_idle;
   assign fin  = state == s_fin;
   always @(posedge CLK or negedge RST)
     if (!RST) begin
        state <= s_idle;
     end else begin
        case (state)
          s_idle: 
            if (en)
              state <= s_busy;
          s_busy:
            if (bitcount == 5'd31)
              state <= s_fin;
          s_fin:
            state <= s_idle;
          default: ;
        endcase
     end
   always @(posedge CLK) begin
      case (state)
        s_idle: 
          if (en)
            bin_r <= bin;
        s_busy:
          bin_r <= {bin_r[30:0], 1'b0};
        default: ;
      endcase
   end
   always @(posedge CLK or negedge RST)
     if (!RST) begin
        bitcount <= 5'd0;
     end else begin
        case (state)
          s_busy:
            bitcount <= bitcount + 5'd1;
          default: 
            bitcount <= 5'd0;
        endcase
     end
   generate
      genvar g;
      for (g=0; g<=9; g=g+1) begin : GEN_BCD
         wire [3:0] s;
         wire [3:0] prev;
         assign bcdp[g] = (bcd[g] >= 4'd5) ? bcd[g] + 4'd3 : bcd[g];
         if (g != 0) begin
            assign prev = bcdp[g-1];
         end else begin  
            assign prev = {bin_r[31], 3'b0};
         end
         assign s 
           = ((bcdp[g] << 1) | (prev >> 3));
         always @(posedge CLK or negedge RST)
           if (!RST) begin
              bcd[g] <= 4'd0;
           end else begin
              case (state)
                s_idle: 
                  bcd[g] <= 4'd0;
                s_busy:
                  bcd[g] <= s;
                default: ;
              endcase
           end
      end
   endgenerate
endmodule
==> design/flow/run.sh <==
#!/bin/bash
# OpenROAD 26Q1-2900-gdf79404cd8, Yosys 0.63+post, stock flow scripts
make -C /OpenROAD-flow-scripts/flow DESIGN_CONFIG=/design/flow/config.mk WORK_HOME=/design/flow/orfs finish
==> design/flow/config.mk <==
export PLATFORM = sky130hd
export DESIGN_NAME = bin2bcd32
export DESIGN_NICKNAME = bin2bcd32
export VERILOG_FILES = /design/flow/design.v
export SDC_FILE = /design/flow/constraint.sdc
export NUM_CORES = 4
export LEC_CHECK = 1
export CORE_UTILIZATION = 40
==> design/flow/constraint.sdc <==
current_design bin2bcd32

set clk_period 5.4
set clk_io_pct 0.2

create_clock -name clk0 -period $clk_period [get_ports {CLK}]

set non_clock_inputs [all_inputs -no_clocks]
set_input_delay [expr $clk_period * $clk_io_pct] -clock clk0 $non_clock_inputs
set_output_delay [expr $clk_period * $clk_io_pct] -clock clk0 [all_outputs]
==> impl_metrics.env <==
# implementation run metrics
export IMPL_post_synth_top_count_cell="dfrtp_1"
export IMPL_crit_path_end_kind="primary output"
export IMPL_vias_per_cell=5.54
export IMPL_grt_max_degree=54
export IMPL_place_gp_congestion=0.768
export IMPL_hpwlAfterDp_mm=5.64
export IMPL_path_clk_slew_ns=0.08
export IMPL_root_buffer="clkbuf_8"
export IMPL_area_delta_synth_final_pct=25.2
export IMPL_finClkSkew_ns=0.0119
export IMPL_coreArea_um2=10500
export IMPL_placed_cells=584
export IMPL_vias=3324
export IMPL_cts_htree_levels=3
export IMPL_period_minus_slack_ns=3.16
export IMPL_wl_mm=8.84
export IMPL_die_x_um=107
export IMPL_seqPwrFrac_pct=52.0
export IMPL_path_class="flip-flop to primary output"
export IMPL_fin_cells=600
export IMPL_top_area_share_pct=26.8
export IMPL_clockBufferDepth=2
export IMPL_ys_types=44
export IMPL_clock_fmax_ghz=0.316
export IMPL_hold_viol_final=0
export IMPL_fp_util_pct=41.9
export IMPL_intPower_uw=963
export IMPL_finalSetupViolCount=0
export IMPL_nFillCells=947
export IMPL_die_height_um=107
export IMPL_critPathRequiredTime_ns=4.32
export IMPL_ir_drop_mv=0.187
export IMPL_cts_hold_buffers=0
export IMPL_dr_pass1_iters=4
export IMPL_drive_above_1_share_pct=13.8
export IMPL_grt_total_usage_pct=16.6
export IMPL_drcViolationCount=0
export IMPL_min_period_over_period_pct=58.6
export IMPL_p_sw_share_pct=19.8
export IMPL_crit_path_frequent_cell="inv_1"
export IMPL_worstPathArrival_ns=2.08
export IMPL_syn_avg_cell_area_um2=11.3
export IMPL_ioPinCount=77
export IMPL_tightest_slew_ns=0.645
export IMPL_dieArea_um2=11400
export IMPL_grt_overflow_total=0
export IMPL_yosys_area_top_type="dfrtp_1"
export IMPL_grt_pass1_wl_mm=14.7
export IMPL_powerDensity_nw_per_um2=219
export IMPL_worst_setup_path_start_kind="flip-flop"
export IMPL_slew_headroom_pct=56.9
export IMPL_cts_setup_buffers=0
export IMPL_port_buffers=76
export IMPL_grt_pass1_vias=3065
export IMPL_syn_area_um2=4380
export IMPL_routedWlPerCell_um=14.7
export IMPL_p_total_uw=1200
export IMPL_slowest_delay_ns=0.58
export IMPL_path_buffers=3
export IMPL_yosysSeqAreaShare_pct=48.8
export IMPL_p_clk_share_pct=44.5
export IMPL_combPwrFrac_pct=3.5
export IMPL_ys_cells=387
export IMPL_drt_iter0_markers=202
export IMPL_synthCells=387
export IMPL_synthTopCellsByCount="dfrtp_1 (47), edfxtp_1 (32), mux2_2 (31), ha_1 (26), inv_1 (24)"
export IMPL_ant_nets=0
export IMPL_cts_buffers=9
export IMPL_warnings=38
export IMPL_clock_latency_ns=0.35
export IMPL_slew_violations=0
export IMPL_cts_tree="done"
export IMPL_cts_resized_gates=0
export IMPL_num_antenna_cells=0
export IMPL_yosys_warnings=2
export IMPL_power_switching_uw=238
export IMPL_ys_flops=79
export IMPL_antenna_found_initial=0
export IMPL_cts_num_sinks=79
export IMPL_ys_async_sr_fraction_pct=59.5
export IMPL_crit_fanout=17
export IMPL_run_status="complete, no violations"
export IMPL_fin_tns_setup_ns=0
export IMPL_hold_class="flip-flop to flip-flop"
export IMPL_synth_edff_count=32
export IMPL_slowest_stage="clkdlybuf4s50_1"
export IMPL_ff_type="dfrtp_1"
export IMPL_p_leak_uw=0.00216
export IMPL_maxCapViolations=0
export IMPL_ys_chip_area_um2=4380
export IMPL_rows=37
export IMPL_critPathTopFamily="buffers and inverters"
export IMPL_rsz0062_at_grt="no"
export IMPL_crit_chain="inv_1, ha_1, inv_1, clkdlybuf4s50_1"
export IMPL_area_leaders="dfrtp_1 (27%), edfxtp_1 (22%), mux2_2 (8.0%)"
==> layer usage <==
layer,up-vias,part of all wire [%],global-route usage [%]
met5,-,0,0
met4,0,1.7,2.35
met3,12,7.0,4.09
met2,99,43,24.9
met1,1592,48,26.1
li1,1621,-,-
==> power by group through the flow <==
stage                 Sequential (uW)  Clock (uW)  Combinational (uW)
after global routing              624         576                46.6
after CTS                         624         554                43.6
final                             624         534                42.4
==> state kept, by name (all words and copies together), names as in the netlist <==
signal,count
state,2
bitcount,5
bcd,40
bin_r,32
==> cells by family (layout without fill, tap and decap cells) <==
logic type,count (synthesis),in the layout,synth area share [%]
AND/OR/NAND/NOR,108,108,14.0
adder cells (fa/ha/maj),26,26,7.42
buffers and inverters,45,122,4.60
XOR/XNOR,2,2,0.400
multiplexers,33,33,8.42
flip-flops,79,79,48.8
AND-OR/OR-AND,94,94,16.3
==> layout make-up <==
class | count | area (um2) | area share [%]
Tap cell | 136 | 170 | 3.10
Inverter | 25 | 93.8 | 1.71
Timing Repair Buffer | 81 | 793 | 14.5
Clock inverter | 7 | 120 | 2.19
Multi-Input combinational cell | 263 | 2050 | 37.3
Sequential cell | 79 | 2140 | 38.9
Clock buffer | 9 | 124 | 2.26
==> worst paths after layout <==
check | slack (ns) | startpoint | end | cells after the start
worst min-delay path | 0.46 | bitcount[0] | bitcount[0] | 1
worst max register to register | 2.73 | state[1] | bin_r[11] | 6
min in group asynchronous | 0.81 | RST | bcd[8][1] | 2
max in group asynchronous | 4.15 | RST | bcd[7][2] | 2
worst min register to register | 0.46 | bitcount[0] | bitcount[0] | 1
worst max-delay path | 2.24 | state[0] | busy | 4
==> placed cells by master, fill, tap and decap left out, types with 2 or more instances in the layout <==
master / n
a2111oi_0: 3
bufinv_16: 3
a211o_1: 7
a31oi_1: 7
nor3_1: 8
o22ai_1: 7
nor3b_1: 10
and3_1: 8
mux2i_1: 2
a32oi_1: 6
nor2_1: 4
a211oi_1: 2
nand4_1: 3
nand2_1: 18
dfrtp_1: 47
o32a_1: 2
clkbuf_8: 9
mux2_2: 31
a311o_1: 8
nand2b_1: 10
inv_1: 24
ha_1: 25
a31o_2: 7
o21ai_0: 14
nand3_1: 19
edfxtp_1: 32
a22oi_1: 2
nor4b_1: 6
clkdlybuf4s50_1: 75
a21oi_1: 13
buf_4: 5
a2111o_1: 10
nor2b_1: 10
nor4_1: 2
and2_1: 9
==> stage by stage <==
stage	setup slack, ns	cell area (um2)	hold WS, ns	util [%]
2_1_floorplan	1.56	4380	0.424	-
3_3_place_gp	2.69	5240	0.441	50.1
3_5_place_dp	2.62	5240	0.448	50.1
4_1_cts	2.22	5490	0.468	52.5
5_1_grt	2.12	5490	0.482	52.5
6_report	2.24	5490	0.459	52.5
Power figures rest on the tool's default switching activity, not on a simulated workload.
