==> /design/flow/design.v <==
`timescale 1ns / 1ns
module div_clk(
	input	wire	clk,
	input	wire	rstn,
	input	wire	[27:0]	i_freq_num,
	input	wire	i_sw,
	output	wire	o_div_clk
);
reg	[27:0]	r_div_cnt;
reg	[27:0]	r_div_cnt1;
reg	r_clk_a;
reg	r_clk_b;
wire	w_div_type;	 
wire	[27:0]	w_div_num;
assign	w_div_num = 'd100_000_000 / i_freq_num;
assign w_div_type = w_div_num[0];
assign o_div_clk = r_clk_a | r_clk_b;
always@(posedge clk or negedge rstn)
	if(rstn == 0)begin
		r_div_cnt <= #1 0;
	end 
	else if(w_div_type == 1 && i_sw == 1)begin
		if(r_div_cnt == w_div_num - 1) r_div_cnt <= #1 0;
		else r_div_cnt <= #1 r_div_cnt + 'd1;
	end 
	else if(w_div_type == 0 && i_sw == 1)begin
		if(r_div_cnt == w_div_num / 2 - 1) r_div_cnt <= #1 0;
		else r_div_cnt <= #1 r_div_cnt + 'd1;
	end 
	else	r_div_cnt <= #1 0;
always@(negedge clk or negedge rstn)
	if(rstn == 0)begin
		r_div_cnt1 <= #1 0; 
	end else if(i_sw == 1 && w_div_type == 1)begin
		if(r_div_cnt1 == w_div_num - 1) r_div_cnt1 <= #1 0;
		else r_div_cnt1 <= #1 r_div_cnt1 + 'd1;
	end else r_div_cnt1 <= #1 0;
always@(posedge clk or negedge rstn)
	if(rstn == 0)begin
		r_clk_a <= #1 1'b0;
	end else if(w_div_type == 0 && i_sw == 1)begin
		if(r_div_cnt == w_div_num/2 - 1) r_clk_a <= #1 ~r_clk_a;
		else r_clk_a <= #1 r_clk_a;
	end  else if(w_div_type == 1 && i_sw == 1)begin
		if(r_div_cnt == w_div_num - 1) r_clk_a <= #1 1;
		else if(r_div_cnt == (w_div_num - 1'b1)/2 - 1) r_clk_a <= #1 1'b0;
	end else r_clk_a <= #1 1'b0;
always@(negedge clk or negedge rstn)
	if(rstn == 0)begin
		r_clk_b <= #1 1'b0;
	end else if(w_div_type == 1 && i_sw == 1)begin
		if(r_div_cnt1 == w_div_num - 1) r_clk_b <= #1 1;
		else if(r_div_cnt1 == (w_div_num - 1'b1)/2 - 1) r_clk_b <= #1 1'b0;
	end 
	else r_clk_b <= #1 1'b0;
endmodule
==> /design/flow/run.sh <==
#!/bin/bash
# OpenROAD 26Q1-2900-gdf79404cd8, Yosys 0.63+post, stock flow scripts
make -C /OpenROAD-flow-scripts/flow DESIGN_CONFIG=/design/flow/config.mk WORK_HOME=/design/flow/orfs finish
==> /design/flow/config.mk <==
export PLATFORM = sky130hd
export DESIGN_NAME = div_clk
export DESIGN_NICKNAME = div_clk
export VERILOG_FILES = /design/flow/design.v
export SDC_FILE = /design/flow/constraint.sdc
export NUM_CORES = 4
export LEC_CHECK = 1
export CORE_UTILIZATION = 30
==> /design/flow/constraint.sdc <==
current_design div_clk

set clk_period 6.3
set clk_io_pct 0.2

create_clock -name clk0 -period $clk_period [get_ports {clk}]

set non_clock_inputs [all_inputs -no_clocks]
set_input_delay [expr $clk_period * $clk_io_pct] -clock clk0 $non_clock_inputs
set_output_delay [expr $clk_period * $clk_io_pct] -clock clk0 [all_outputs]
==> flow_metrics.py <==
# Physical implementation metrics
metrics = {
    "final_layout": {
        "final-comb-area_sq_mm": 0.0406,
        "seqCellArea_sq_mm": 0.00145,
        "stdcell_area_sq_mm": 0.0675,
        "n_fill_cell": 10669,
        "layout_top_cell": "sky130_fd_sc_hd__buf_4",
        "fraction_of_layout_instances_using_a_drive_strength_above_1": 0.483,
        "final-instance-count-excl-fill": 9679,
        "layout_top_cells_excl_fill_tap": "sky130_fd_sc_hd__buf_4 (2686), sky130_fd_sc_hd__nor2_1 (531), sky130_fd_sc_hd__nand2_1 (418)",
        "synthToLayoutAreaGrowth_pct": 80.4,
    },
    "synthesis": {
        "synthArstFlopShare": 1.00,
        "synth.cell_area_sq_mm": 0.0374,
        "dominantRegCellSynth": "sky130_fd_sc_hd__dfrtp_1",
        "topCellsByArea": "sky130_fd_sc_hd__ha_1 (16%), sky130_fd_sc_hd__xnor2_1 (9.2%), sky130_fd_sc_hd__nor2_1 (6.1%)",
        "syn-mean-instance-area_sq_um": 6.98,
        "synth_instances": 5360,
        "yosysTopAreaCell": "sky130_fd_sc_hd__ha_1",
        "post_synth_num_cell_types": 120,
        "synth_chip_area_sq_mm": 0.0374,
        "synth_stat.cells": 5360,
        "yosysWarningCount": 1,
        "postSynthRegisterBits": 58,
        "synth.top_cell.area_share": 0.164,
        "number_of_enable_type_register_cells_in_the_synthesized_netlist": 0,
        "yosysSeqAreaShare": 0.0388,
    },
    "global_routing": {
        "grt.overflow.total": 0,
        "first_global_vias": 49661,
        "global_route_wire_length_before_repair_mm": 291,
        "globalRouteTotalUtil": 0.299,
        "antenna_violations_before_repair": 3,
        "grt_start_max_net_pins": 44,
    },
    "place": {
        "post-place-ws_ps": -60910,
        "finalWeightedCongestion": 1.02,
        "port_buffer_count": 31,
        "placed_area_sq_mm": 0.0592,
        "place_inst": 9240,
        "post-dp-hpwl_mm": 153,
    },
    "routing": {
        "via_count": 51984,
        "dr.pass1.iters": 5,
        "vias_per_cell": 5.37,
        "antenna_violating_nets_post_route": 0,
        "wl_mm": 193,
        "remaining_drc_errors": 0,
        "wl_per_cell_um": 19.9,
        "initialDrtViolationCount": 3644,
    },
    "worst_hold_path": {
        "hold_path_class": "flip-flop to flip-flop",
    },
    "power_and_ir_drop": {
        "power.sequential.fraction": 0.035,
        "p_int_mw": 6.05,
        "power_switching_share": 0.465,
        "power_switching_mw": 5.26,
        "p_clk_frac": 0.047,
        "total_leakage_power_nw": 31.4,
        "combPwrFrac": 0.918,
        "worst_ir_drop_vdd_mv": 0.255,
        "powerDensity_mw_per_mm2": 167,
    },
    "die": {
        "floorplan.rows": 129,
        "die_w_um": 355,
        "die_area_sq_mm": 0.126,
        "core_area_sq_mm": 0.124,
        "core_util_floorplan": 0.303,
        "die_h_um": 355,
        "floorplan.io_pins": 32,
    },
    "timing": {
        "clock_skew_ps": 7.61,
        "total_count_of_hold_check_failures_in_the_final_report": 0,
        "max_slew_margin": 0.175,
        "drv_slew": 0,
        "final_setup_violation_count": 58,
        "timing.final.ws_setup_ps": -56670,
        "tightest_slew_ps": 1210,
        "setup_repair_after_global_routing_missed_its_margin": "true",
    },
    "run": {
        "count_of_warning_messages_emitted_by_the_tools": 29,
        "maxCapViolations": 0,
    },
    "clock_tree": {
        "cts_sinks": 58,
        "tritoncts_clock_tree": "done",
        "clockBufferDepth": 2,
        "clock_tree.htree_level_count": 3,
        "cts_inserted_buffers": 9,
        "worst_path_clk_slew_ps": 40,
        "clockRootBuffer": "sky130_fd_sc_hd__clkbuf_16",
        "clock_latency_ps": 350,
    },
    "critical_path": {
        "worst_ep_arrival_time_ps": 60000,
        "cpPeakStageDelay_ps": 580,
        "setup.worst_path.class": "primary input to flip-flop",
        "timing.critical_path.slowest_stage_cell": "sky130_fd_sc_hd__or4_4",
        "endpoint_kind": "flip-flop",
        "crit_path_start_kind": "primary input",
        "critical_path_peak_fanout": 9,
        "critPathRequiredTime_ps": 3330,
    },
    "outcome": {
        "result_of_the_run": "finished, violations left",
        "violated_checks": "negative setup slack",
    },
}
routing by layer:
metal  wire [um]  share of wire  vias up  global-route usage
met5          19       0.000099        -                   0
met4        7550          0.039        2              0.0933
met3       12800          0.066      364              0.0436
met2       86900           0.45     1574               0.487
met1       85300           0.44    24609               0.408
li1            -              -    25435                   -
kinds of logic after synthesis:
group                      synth area share
and+or+nand+nor                       0.249
AOI/OAI and AO/OA                     0.319
xor gates and xnor gates              0.140
adders and majority gates             0.164
buffers and inverters                0.0394
muxes                                0.0491
DFF                                  0.0388
other                              0.000100
cell usage after synthesis (all sizes together) (69+ instances only):
cell type and count:
xor2 180, o21ai 319, o21a 140, buf 69, nor2 607, inv 182, o211ai 73, nand2b 96
xnor2 395, nor3 152, clkbuf 118, ha 491, a21oi 455, nand3 141, nand4 82, a21o 182
nand2 453, mux2 134
per-stage QoR:
step           hold WS, ps  setup TNS [ps]  power [mW]   util
2_1_floorplan          480        -3201560        5.59      -
3_3_place_gp           524        -3433380        9.59  0.479
4_1_cts                524        -3136660        10.9  0.529
5_1_grt                564        -3325460        12.0  0.546
3_5_place_dp           525        -3440970        9.58  0.479
6_report               530        -3189070        11.3  0.546
worst paths after layout:
check / slack [ps] / endpoint / from / depth (start not counted)
max in group asynchronous: 1940 / r_div_cnt1[11] / rstn / 2
min in group asynchronous: 970 / r_clk_a / rstn / 2
worst min register to register: 530 / r_div_cnt1[0] / r_div_cnt1[0] / 1
worst min-delay path: 530 / r_div_cnt1[0] / r_div_cnt1[0] / 1
worst max register to register: 1240 / r_clk_a / r_div_cnt[20] / 18
worst max-delay path: -56670 / r_clk_b / i_freq_num[25] / 315
power by group through the flow:
stage / Combinational [mW] / Sequential, mW / Clock, mW
CTS: 9.97 / 0.398 / 0.534
global route: 11.1 / 0.399 / 0.546
finish: 10.4 / 0.398 / 0.533
sequential cells by signal (all words and copies together), names as in the netlist:
name	cells
r_clk_a	1
r_clk_b	1
r_div_cnt	28
r_div_cnt1	28
worst max-delay path: cells and delay by family:
| family | cells | cell delay (ps) |
|---|---|---|
| and+or+nand+nor | 90 | 14510 |
| AOI/OAI and AO/OA | 130 | 25170 |
| xor gates and xnor gates | 5 | 830 |
| buffers and inverters | 48 | 6890 |
| adders and majority gates | 31 | 7590 |
| muxes | 11 | 3620 |
area by class of cell:
class | instances | share of cell area
well taps | 1637 | 0.0303
inverters | 182 | 0.0102
clock inverters | 2 | 0.000185
clock buffers | 14 | 0.00469
diodes | 1 | 0.0000371
flip-flops and latches | 58 | 0.0215
multi-input cells | 4937 | 0.601
repair buffers | 2848 | 0.332
what timing repair did:
item | in CTS | in global routing
gates cloned | 13 | 0
resized | 688 | 279
buffers inserted | 313 | 107
hold buffers | 0 | 0
pin swaps | 320 | 197
endpoints found under the setup margin | 58 | 58
No activity file was given, so power comes from the tool's default toggle rates.
