--- design/flow/config.mk ---
export PLATFORM = sky130hd
export DESIGN_NAME = bin2bcd16
export DESIGN_NICKNAME = bin2bcd16
export VERILOG_FILES = /design/flow/design.v
export SDC_FILE = /design/flow/constraint.sdc
export NUM_CORES = 4
export LEC_CHECK = 1
export CORE_UTILIZATION = 30
--- design/flow/constraint.sdc ---
current_design bin2bcd16

set clk_period 2.6
set clk_io_pct 0.2

create_clock -name clk0 -period $clk_period [get_ports {CLK}]

set non_clock_inputs [all_inputs -no_clocks]
set_input_delay [expr $clk_period * $clk_io_pct] -clock clk0 $non_clock_inputs
set_output_delay [expr $clk_period * $clk_io_pct] -clock clk0 [all_outputs]
--- design/flow/design.v ---
module bin2bcd16
  (
   input        CLK,
   input        RST,
   input        en,
   input [15:0] bin,
   output [3:0] bcd0,
   output [3:0] bcd1,
   output [3:0] bcd2,
   output [3:0] bcd3,
   output [3:0] bcd4,
   output       busy,
   output       fin
   );
   reg [15:0]   bin_r;
   reg [3:0]    bitcount;
   reg [3:0]    bcd[0:4];
   wire [3:0]   bcdp[0:4];
   assign bcd0 = bcd[0];
   assign bcd1 = bcd[1];
   assign bcd2 = bcd[2];
   assign bcd3 = bcd[3];
   assign bcd4 = bcd[4];
   localparam s_idle = 2'b00;
   localparam s_busy = 2'b01;
   localparam s_fin  = 2'b10;
   reg [1:0]    state;
   assign busy = state != s_idle;
   assign fin  = state == s_fin;
   always @(posedge CLK or negedge RST)
     if (!RST) begin
        state <= s_idle;
     end else begin
        case (state)
          s_idle: 
            if (en)
              state <= s_busy;
          s_busy:
            if (bitcount == 4'd15)
              state <= s_fin;
          s_fin:
            state <= s_idle;
          default: ;
        endcase
     end
   always @(posedge CLK) begin
      case (state)
        s_idle: 
          if (en)
            bin_r <= bin;
        s_busy:
          bin_r <= {bin_r[14:0], 1'b0};
        default: ;
      endcase
   end
   always @(posedge CLK or negedge RST)
     if (!RST) begin
        bitcount <= 4'd0;
     end else begin
        case (state)
          s_busy: 
            bitcount <= bitcount + 4'd1;
          default: 
            bitcount <= 4'd0;
        endcase
     end
   generate
      genvar g;
      for (g=0; g<=4; g=g+1) begin : GEN_BCD
         wire [3:0] s;
         wire [3:0] prev;
         assign bcdp[g] = (bcd[g] >= 4'd5) ? bcd[g] + 4'd3 : bcd[g];
         if (g != 0) begin
            assign prev = bcdp[g-1];
         end else begin  
            assign prev = {bin_r[15], 3'b0};
         end
         assign s 
           = ((bcdp[g] << 1) | (prev >> 3));
         always @(posedge CLK or negedge RST)
           if (!RST) begin
              bcd[g] <= 4'd0;
           end else begin
              case (state)
                s_idle: 
                  bcd[g] <= 4'd0;
                s_busy:
                  bcd[g] <= s;
                default: ;
              endcase
           end
      end
   endgenerate
endmodule
--- design/flow/run.sh ---
#!/bin/bash
# OpenROAD 26Q1-2900-gdf79404cd8, Yosys 0.63+post, stock flow scripts
make -C /OpenROAD-flow-scripts/flow DESIGN_CONFIG=/design/flow/config.mk WORK_HOME=/design/flow/orfs finish
==> notes.md <==
This note records the results obtained with Yosys and OpenROAD.

Route
In the post-route report, total wirelength is listed as 4.551 mm. The first-pass iteration count of the detailed router is 4. The number of vias per cell is 4.983.

After detailed routing, the average wire length per cell comes to 13.27 um. Per the post-route antenna check, the number of violating nets is 0. Across all layers, the routed design uses 1709 vias. For this block, the initial DRC count from the detailed router was 70. In the routed netlist, the antenna diode instances number 0. The total DRC errors in the routed layout is 0.

Synthesis
The primary flip-flop cell chosen by synthesis mapping is sky130_fd_sc_hd__dfrtp_1. The count of library flops with an enable pin is 16. Post-synthesis, Yosys gives the total cell area as 2360 sq um.

The number of instances in the synthesized netlist is 206. The post-synthesis instance area is 2360 sq um. The proportion of synthesized flip-flops having asynchronous set or reset is 0.6190. The synthesized design contains 42 register bits. Per Yosys stat, the portion of area used by sequential elements is 0.4793. The count of cell types in the netlist is 39. Yosys stat counts 206 cells in the synthesized netlist. The warning count from the yosys run is 2. For reference, the post-synthesis area per instance comes to 11.46 sq um.

Worst setup path
The data arrival time reported for the critical path is 1.76 ns. The largest individual stage delay along the critical path comes from the cell sky130_fd_sc_hd__clkdlybuf4s50_1. In this run the critical path is formed by inv_1, ha_1, clkinv_1, clkdlybuf4s50_1.

The worst setup path is captured at an output port. The largest single stage delay on the critical path is 0.50 ns. Of all nets on the critical path, the largest fanout is 9. The worst path buffer plus inverter count is 3. The type of origin of the critical path is a flop. The worst setup path is of the flop to output port kind. The family of cells with the greatest summed delay on the critical path is buffers and inverters. Data on the critical path is required at its endpoint by 2.08 ns.

Die
The top-level port count is 41. The initialized floorplan defines 31 standard-cell rows. The total core area is 7408 sq um. The floorplan die width is 90.69 um. The floorplan step records an initial core utilization of 0.3185. The chip height is 90.69 um. Per the OpenROAD floorplan log, the area of the die is 8225 sq um.

Clocking
The total of cells resized after clock tree synthesis is 0. The clock root buffer is sky130_fd_sc_hd__clkbuf_8. The maximum clock insertion buffer count is 2. The maximum level of the CTS H-tree is 2.

After clock tree synthesis, the flow added hold-fix buffers numbering 0. TritonCTS built the clock tree. The clock transition at the registers of the reported paths is 0.08 ns. The sink count of the clock tree is 42. Per the skew report, the later register of the worst-skew pair sees a clock latency of 0.29 ns.

TritonCTS created 5 clock buffers. The post-CTS repair timing setup buffer count is 0.

Timing
The number of max-slew violations in the final report is 0. The worst pin sits at a relative slew slack of 0.6709. Setup repair after global routing left no endpoint under its margin. The final critical path time including I/O delays and setup is 2.279 ns.

At the pin with the least slew margin, the transition time is 0.4936 ns. The clock arrives with 0.009139 ns of skew. The highest clock frequency the design can meet is 438.8 MHz.

The final timing summary puts the cycle share of the worst path at 0.8766. The setup TNS is 0 ns. Per the finish-stage timing summary, setup violations number 0.

For reference, the final report shows the hold violation count at 0.

GRT
The wire length of the first global-routing pass is 7.790 mm. The via count of the first global-routing pass came to 1592. The largest net degree at the start of global routing is 49. The number of antenna violations at the first check in global routing is 0.

Per the GRT congestion report, total overflow comes to 0. The aggregate global-route resource usage is 0.1201.

Placement
In the placement report, post-DP HPWL is listed as 3.036 mm. The number of placed instances, taps included is 335. After its last routability iteration, the placer logged a weighted congestion of 0.8306.

As logged by OpenROAD, the buffers inserted on ports number 40.

Run
The stage-log warning count is 33. In this run the maximum-capacitance check reported violations numbering 0.

Status
The run finished with clean final reports.

Finish
Measured on the finished design, the core utilization comes to 0.3947. Excluding fillers, the count of instances in the completed layout stands at 343. The layout overhead on the synthesized area is 23.91%.

Per the final layout report, the fraction of cells sized above drive strength 1 comes to 0.1189.

Power and ir drop
The design draws 0.003449 W. The worst-case vdd ir drop is 0.0003343 V. The power density over the cells is 1180 nW/um^2. The reported leakage power is 1.138 nW.

Worst hold path
Note that the worst hold path type here is flop to flop.
-- logic make-up (layout without fill, tap and decap cells) --
family | Yosys count | count (layout) | share of synthesized area
buf+inv | 28 | 66 | 0.06839
xor+xnor | 2 | 2 | 0.007424
fa+ha+maj | 15 | 15 | 0.07953
compound gates | 51 | 51 | 0.1638
mux | 16 | 16 | 0.07582
simple gates | 52 | 52 | 0.1257
flops | 42 | 42 | 0.4793
-- worst register-to-register path, stage by stage, from the launching register on --
cell                      delay [ns]
sky130_fd_sc_hd__dfrtp_1        0.42
sky130_fd_sc_hd__inv_1          0.09
sky130_fd_sc_hd__ha_2           0.18
sky130_fd_sc_hd__buf_4          0.43
sky130_fd_sc_hd__mux2_2         0.40
-- metal layers --
metal | share of wire | wire length, um | track usage
met4 | 0.011 | 49 | 0.01882
met3 | 0.031 | 142 | 0.01538
met1 | 0.50 | 2271 | 0.1916
met5 | 0 | 0 | 0
met2 | 0.46 | 2087 | 0.1837
-- cell usage in the layout (no fill, tap or decap), drive strengths merged, types with 7 or more instances in the layout --
cell type,instances
a21oi,10
clkbuf,7
clkdlybuf4s50,40
dfrtp,26
edfxtp,16
ha,15
inv,13
mux2,15
nand2,9
nand2b,7
nand3,11
nor3b,7
-- worst paths after layout --
kind | start | to | slack, ns | cells past startpoint
setup / recovery | state[0] | busy | 0.32 | 4
hold / removal | bitcount[0] | bitcount[0] | 0.45 | 1
setup reg to reg | state[1] | bin_r[13] | 0.83 | 4
hold reg to reg | bitcount[0] | bitcount[0] | 0.45 | 1
max in group asynchronous | RST | state[0] | 1.74 | 2
min in group asynchronous | RST | bcd[1][0] | 0.60 | 2
-- final cells by class --
class,instances,area [sq um]
repair buffers,44,430.4
clock buffers,7,86.33
well taps,99,123.9
flip-flops and latches,42,1131
fillers,716,4484
clock inverters,1,30.03
inverters,14,52.55
multi-input cells,136,1070
-- sequential cells by signal, summed over array words and instances (netlist names) --
signal,flops
bin_r,16
bitcount,4
bcd,20
state,2
-- cell usage after synthesis (3+ instances only) --
cell type                  count  share of area
sky130_fd_sc_hd__mux2_2       15          0.072
sky130_fd_sc_hd__nand3_1      11          0.023
sky130_fd_sc_hd__inv_1        12          0.019
sky130_fd_sc_hd__a211oi_1      3         0.0095
sky130_fd_sc_hd__a21oi_1      10          0.021
sky130_fd_sc_hd__nor2b_1       4          0.011
sky130_fd_sc_hd__o32a_1        3          0.013
sky130_fd_sc_hd__nor3b_1       7          0.022
sky130_fd_sc_hd__edfxtp_1     16           0.20
sky130_fd_sc_hd__dfrtp_1      26           0.28
sky130_fd_sc_hd__a21o_1        4          0.013
sky130_fd_sc_hd__ha_1         15          0.080
sky130_fd_sc_hd__nand2b_1      7          0.019
sky130_fd_sc_hd__clkbuf_2      4         0.0085
sky130_fd_sc_hd__a2111o_1      4          0.019
sky130_fd_sc_hd__a311o_1       4          0.017
sky130_fd_sc_hd__o21ai_0       5          0.011
sky130_fd_sc_hd__buf_2         5          0.011
sky130_fd_sc_hd__nor2_1        3         0.0048
sky130_fd_sc_hd__a32oi_1       3          0.011
sky130_fd_sc_hd__a311oi_1      4          0.015
sky130_fd_sc_hd__nand2_1       9          0.014
sky130_fd_sc_hd__nor3_1        5          0.011
sky130_fd_sc_hd__o22ai_1       5          0.013
sky130_fd_sc_hd__buf_6         3          0.014
-- where the power goes --
part	internal, W	total [W]	leakage (nW)	switching, W
registers	0.00106	0.00133	0.493	0.000269
logic	0.000819	0.00159	0.587	0.000769
clock network	0.000313	0.000532	0.0585	0.000219
total	0.00219	0.00345	1.14	0.00126
-- stage by stage --
stage	hold slack (ns)	setup slack, ns	area, sq um
finish	0.4543	0.3209	2924
global route	0.4908	0.2174	2924
CTS	0.4576	0.3055	2924
detailed placement	0.4462	0.6092	2808
global placement	0.4330	0.6825	2808
floorplan	0.2244	0.04596	2360
Power and IR drop assume default switching activity.
